==> ./design.v <==
module stream_to_fx3(
	input  reset_,
	input  clk_100,
	input  stream_in_mode_selected,
	input  flaga_d,
	input  flagb_d,
	output slwr_streamIN_,
	output [31:0] data_out_stream_in
);
reg [2:0]current_stream_in_state;
reg [2:0]next_stream_in_state;
reg [31:0]data_gen_stream_in;
parameter [2:0] stream_in_idle                    = 3'd0;
parameter [2:0] stream_in_wait_flagb              = 3'd1;
parameter [2:0] stream_in_write                   = 3'd2;
parameter [2:0] stream_in_write_wr_delay          = 3'd3;
assign slwr_streamIN_ = ((current_stream_in_state == stream_in_write) | (current_stream_in_state == stream_in_write_wr_delay)) ? 1'b0 : 1'b1;
always @(posedge clk_100, negedge reset_)begin
	if(!reset_)begin 
		current_stream_in_state <= stream_in_idle;
	end else begin
		current_stream_in_state <= next_stream_in_state;
	end	
end
always @(*)begin
	next_stream_in_state = current_stream_in_state;
	case(current_stream_in_state)
	stream_in_idle:begin
		if((stream_in_mode_selected) & (flaga_d == 1'b1))begin
			next_stream_in_state = stream_in_wait_flagb; 
		end else begin
			next_stream_in_state = stream_in_idle;
		end	
	end
	stream_in_wait_flagb :begin
		if (flagb_d == 1'b1)begin
			next_stream_in_state = stream_in_write; 
		end else begin
			next_stream_in_state = stream_in_wait_flagb; 
		end
	end
	stream_in_write:begin
		if(flagb_d == 1'b0)begin
			next_stream_in_state = stream_in_write_wr_delay;
		end else begin
		 	next_stream_in_state = stream_in_write;
		end
	end
        stream_in_write_wr_delay:begin
			next_stream_in_state = stream_in_idle;
	end
	endcase
end
always @(posedge clk_100, negedge reset_)begin
	if(!reset_)begin 
		data_gen_stream_in <= 32'd0;
	end else if((slwr_streamIN_ == 1'b0) & (stream_in_mode_selected)) begin
		data_gen_stream_in <= data_gen_stream_in + 1;
	end else if (!stream_in_mode_selected) begin
		data_gen_stream_in <= 32'd0;
	end	
end
assign data_out_stream_in = data_gen_stream_in;
endmodule
==> ./run.sh <==
#!/bin/bash
# OpenROAD 26Q1-2900-gdf79404cd8, Yosys 0.63+post, stock flow scripts
make -C /OpenROAD-flow-scripts/flow DESIGN_CONFIG=/design/flow/config.mk WORK_HOME=/design/flow/orfs finish
==> ./config.mk <==
export PLATFORM = sky130hd
export DESIGN_NAME = stream_to_fx3
export DESIGN_NICKNAME = stream_to_fx3
export VERILOG_FILES = /design/flow/design.v
export SDC_FILE = /design/flow/constraint.sdc
export NUM_CORES = 4
export LEC_CHECK = 1
export CORE_UTILIZATION = 30
==> ./constraint.sdc <==
current_design stream_to_fx3

set clk_period 6.6
set clk_io_pct 0.2

create_clock -name clk0 -period $clk_period [get_ports {clk_100}]

set non_clock_inputs [all_inputs -no_clocks]
set_input_delay [expr $clk_period * $clk_io_pct] -clock clk0 $non_clock_inputs
set_output_delay [expr $clk_period * $clk_io_pct] -clock clk0 [all_outputs]
==> results.ini <==
[clocking]
h-tree-depth = 2
path_clk_slew_ns = 0.07
cts_tree = done
cts_hold_buffers = 0
root_buffer = clkbuf_8
clk_path_buf_depth = 2
post_cts_buffers = 0
numCtsBuffers = 5
clock_latency_ns = 0.29
cts.sinks = 36
cts_resized = 0

[worst_setup_path]
cp_max_fo = 6
cpPeakStageDelay_ns = 0.50
r2r-start = data_gen_stream_in[5]$_DFFE_PN0P_
crit_chain = nor2_1, clkdlybuf4s50_1
cp_slowest_cell = clkdlybuf4s50_1
crit_arrival_ns = 1.47
startpoint = current_stream_in_state[3]$_DFF_PN0_
path_class = reg -> out
crit_path_start_kind = register
required_ns = 5.28
end_kind = output port

[min_path]
hold_start = current_stream_in_state[2]$_DFF_PN0_
hp-class = reg -> reg

[final_timing]
finalClockSkew_ns = 0.001828
period_minus_slack_ns = 2.789
report.final.slew_viol_count = 0
tightest_slew_ns = 0.7714
finalSetupTns_ns = 0
setup_viol_count_final = 0
slew_headroom_pct = 48.57
finalCritPeriodShare_pct = 42.26
max_freq_mhz = 358.5
hold_viol = 0
rsz0062_at_grt = false
setup_slack_ns = 3.811

[detailed_routing]
drt_iter0_drc = 89
antenna_cells = 0
wl_per_cell_um = 13.66
drc = 0
vias = 1531
wirelength_um = 4072
first_pass_iters = 4
via_per_inst = 5.138
ant_nets = 0

[die]
num_rows = 27
io_pins = 38
fp.dieH_um = 79.71
die_w_um = 79.71
dieArea_um2 = 6354
fp_util_pct = 31.92
core_area_um2 = 5675

[cells_and_area]
area_growth_pct = 28.73
lay_top_count = clkdlybuf4s50_1
layoutNonFillerInstCount = 298
layout_top_cells = 37 x clkdlybuf4s50_1, 35 x dfrtp_1, 17 x a21oi_1, 16 x nor2_1, 14 x or4_1
final_core_util_pct = 41.09
stdcell_area_um2 = 2332
drive_above_1_share_pct = 8.407

[logic_synthesis]
top_area_cell = dfrtp_1
async_flop_share_pct = 100.0
synth_flops = 36
top_cell_area_share_pct = 48.34
syn_avg_cell_area_um2 = 9.586
yosysChipArea_um2 = 1812
yosysWarnings = 1
synth.distinct_cells = 35
syn_inst = 189
ys_top_cells_by_area = dfrtp_1 48%, or4_1 5.8%, a21oi_1 4.7%
edf_count = 0
yosysSeqAreaShare_pct = 49.79
synthFlopType = dfrtp_1
yosys_cells = 189
synth_area_um2 = 1812

[power]
p_leak_nw = 0.8586
ir_drop_uv = 91.35
p_per_area_nw_per_um2 = 178.4

[grt]
grt_pass1_vias = 1301
grt_max_degree = 37
grt_pass1_wl_um = 6672
grt_usage_pct = 13.76
overflow = 0
antenna_found_initial = 0

[place]
dp_hpwl_um = 2669
io_buffers = 37
placed_area_um2 = 2240
dp_cells = 290
post-place-ws_ns = 3.950
finalWeightedCongestion = 0.7967

[flow_run]
max-cap-violations = 0
tool_warnings = 25

[run_status]
status = finished, final reports clean

==> state kept, by name (all words and copies together), names as in the netlist <==
name,flops
current_stream_in_state,4
data_gen_stream_in,32
==> cell families after synthesis <==
family	synth area share, %
AND-OR/OR-AND	14.50
XOR/XNOR	6.285
adder cells (fa/ha/maj)	0.6905
buffers and inverters	4.075
flip-flops	49.79
multiplexers	0.5525
AND/OR/NAND/NOR	24.10
==> power by group <==
part | internal, mW | switching, mW
Clock | 0.0834 | 0.0818
Combinational | 0.00971 | 0.0113
Sequential | 0.225 | 0.00456
Total | 0.318 | 0.0976
==> area by class of cell <==
class,instances,area [um^2]
Inverter,7,26.28
Clock buffer,6,82.58
Timing Repair Buffer,39,385.4
Sequential cell,36,902.1
Fill cell,564,3343
Multi-Input combinational cell,136,835.8
Tap cell,72,90.09
Clock inverter,2,10.01
==> worst paths after layout <==
kind | end | cells after the start | slack, ns
worst max-delay path | slwr_streamIN_ | 2 | 3.81
worst min-delay path | current_stream_in_state[1]$_DFF_PN0_ | 1 | 0.49
worst max register to register | data_gen_stream_in[31]$_DFFE_PN0P_ | 4 | 4.27
worst min register to register | current_stream_in_state[1]$_DFF_PN0_ | 1 | 0.49
max in group asynchronous | current_stream_in_state[0]$_DFF_PN1_ | 2 | 4.79
min in group asynchronous | data_gen_stream_in[29]$_DFFE_PN0P_ | 2 | 1.45
==> synthesized netlist by cell type, drive strengths merged (5+ instances only) <==
cell and n:
nand2 12, o31ai 11, nor2 16, xnor2 9, or4 14, o21ai 8, dfrtp 35, inv 7
nor4 5, a21oi 17, nand4 7, or3 6, nand3 9, clkbuf 8
==> worst max-delay path, delay by kind of cell (launching register included) <==
family	cells	cell delay (ns)
flip-flops	1	0.45
AND/OR/NAND/NOR	1	0.23
buffers and inverters	1	0.50
==> routing by layer <==
layer  global-route usage, %  routed length (um)
met1                   22.58                1987
met2                   19.83                1837
met3                   2.320                 189
met4                   1.818                  57
met5                       0                   0
==> per-stage QoR <==
stage | power, mW | hold WS (ns)
2_1_floorplan | 0.2412 | 0.4509
3_3_place_gp | 0.2556 | 0.4697
3_5_place_dp | 0.2555 | 0.4762
4_1_cts | 0.4192 | 0.4931
5_1_grt | 0.4313 | 0.5081
6_report | 0.4160 | 0.4896
Power is estimated from default activity; no workload was simulated.
